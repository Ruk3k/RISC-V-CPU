**flow/config.mk**
```make
export PLATFORM = sky130hd
export DESIGN_NAME = cpu_top
export DESIGN_NICKNAME = cpu_top
export VERILOG_FILES = /design/flow/design.v
export SDC_FILE = /design/flow/constraint.sdc
export NUM_CORES = 4
export LEC_CHECK = 1
export CORE_AREA = 10 10 127 127
export DIE_AREA = 0 0 137 137
export SYNTH_HDL_FRONTEND = slang
export SYNTH_MEMORY_MAX_BITS = 65536
```
**flow/constraint.sdc**
```tcl
current_design cpu_top

set clk_period 5.1
set clk_io_pct 0.2

create_clock -name clk0 -period $clk_period [get_ports {clk}]

set non_clock_inputs [all_inputs -no_clocks]
set_input_delay [expr $clk_period * $clk_io_pct] -clock clk0 $non_clock_inputs
set_output_delay [expr $clk_period * $clk_io_pct] -clock clk0 [all_outputs]
```
**flow/design.v**
```verilog
package cpu_pkg;
  typedef enum logic [6:0] {
    OPCODE_LUI      = 7'b0110111,
    OPCODE_AUIPC    = 7'b0010111,
    OPCODE_JAL      = 7'b1101111,
    OPCODE_JALR     = 7'b1100111,
    OPCODE_BRANCH   = 7'b1100011,
    OPCODE_LOAD     = 7'b0000011,
    OPCODE_STORE    = 7'b0100011,
    OPCODE_OP_IMM   = 7'b0010011,
    OPCODE_OP       = 7'b0110011,
    OPCODE_MISC_MEM = 7'b0001111,
    OPCODE_SYSTEM   = 7'b1110011
  } opcode_t;
  typedef enum logic [3:0] {
    ALU_ADD, ALU_SUB,
    ALU_AND, ALU_OR, ALU_XOR,
    ALU_NOP
  } alu_op_t;
  typedef enum logic [1:0] {
    SRC_A_RS1  
  } src_a_sel_t;
  typedef enum logic [1:0] {
    SRC_B_RS2,  
    SRC_B_IMM   
  } src_b_sel_t;
  typedef enum logic [2:0] {
    IMM_I, IMM_S, IMM_B, IMM_U, IMM_J
  } imm_type_t;
  typedef enum logic {
    WRITE_DISABLE,
    WRITE_ENABLE
  } reg_write_t;
  typedef struct packed {
    alu_op_t    alu_op;     
    src_a_sel_t src_a_sel;  
    src_b_sel_t src_b_sel;  
    imm_type_t  imm_type;   
    reg_write_t reg_write;  
  } control_signals_t;
endpackage
import cpu_pkg::*;
module alu (
  input  alu_op_t     alu_op,
  input  logic [31:0] src_a,
  input  logic [31:0] src_b,
  output logic [31:0] alu_result
);
  always_comb begin
    case (alu_op)
      ALU_ADD: alu_result = src_a + src_b;
      ALU_SUB: alu_result = src_a - src_b;
      ALU_AND: alu_result = src_a & src_b;
      ALU_OR:  alu_result = src_a | src_b;
      ALU_XOR: alu_result = src_a ^ src_b;
      default: alu_result = 32'b0;  
    endcase
  end
endmodule
import cpu_pkg::*;
module cpu_top (
  input  logic        clk,
  input  logic        rst_n,
  output logic [31:0] current_instr,
  output logic [31:0] pc_out,
  output logic [31:0] rs1_data_out,
  output logic [31:0] rs2_data_out,
  output logic [31:0] alu_in_a_out,
  output logic [31:0] alu_in_b_out,
  output logic [31:0] alu_result_out,
  output alu_op_t     alu_op_out,
  output src_a_sel_t  src_a_sel_out,
  output src_b_sel_t  src_b_sel_out,
  output reg_write_t  reg_write_out
);
  control_signals_t ctrl_signals;
  imm_type_t        imm_type;
  logic [31:0] pc;
  logic [31:0] instr;
  logic [31:0] rs1_data, rs2_data, imm_data;
  logic [31:0] alu_in_a, alu_in_b, alu_result;
  pc_reg u_pc_reg (
    .clk(clk),
    .rst_n(rst_n),
    .pc(pc)
  );
  instr_mem u_instr_mem (
    .addr(pc),
    .instr(instr)
  );
  decoder u_decoder (
    .instr(instr),
    .ctrl(ctrl_signals)
  );
  register_file u_register_file (
    .clk(clk),
    .rs1_addr(instr[19:15]),
    .rs2_addr(instr[24:20]),
    .rd_addr(instr[11:7]),
    .rd_data(alu_result),
    .reg_write(ctrl_signals.reg_write),
    .rs1_data(rs1_data),
    .rs2_data(rs2_data)
  );
  imm_gen u_imm_gen (
    .instr(instr),
    .imm_type(ctrl_signals.imm_type),
    .imm_data(imm_data)
  );
  always_comb begin
    case (ctrl_signals.src_a_sel)
      SRC_A_RS1: alu_in_a = rs1_data;
      default:   alu_in_a = 32'h0;
    endcase
    case (ctrl_signals.src_b_sel)
      SRC_B_RS2: alu_in_b = rs2_data;
      SRC_B_IMM: alu_in_b = imm_data;
      default:   alu_in_b = 32'h0;
    endcase
  end
  alu u_alu (
    .alu_op(ctrl_signals.alu_op),
    .src_a(alu_in_a),
    .src_b(alu_in_b),
    .alu_result(alu_result)
  );
  assign current_instr = rst_n ? instr : 32'h00000000;
  assign pc_out         = rst_n ? pc         : 32'hFFFFFFFC;
  assign rs1_data_out   = rst_n ? rs1_data   : 32'h0;
  assign rs2_data_out   = rst_n ? rs2_data   : 32'h0;
  assign alu_in_a_out   = rst_n ? alu_in_a   : 32'h0;
  assign alu_in_b_out   = rst_n ? alu_in_b   : 32'h0;
  assign alu_result_out = rst_n ? alu_result : 32'h0;
  assign alu_op_out     = rst_n ? ctrl_signals.alu_op    : ALU_NOP;
  assign src_a_sel_out = rst_n ? ctrl_signals.src_a_sel  : SRC_A_RS1;
  assign src_b_sel_out = rst_n ? ctrl_signals.src_b_sel  : SRC_B_RS2;
  assign reg_write_out  = rst_n ? ctrl_signals.reg_write : WRITE_DISABLE;
endmodule
import cpu_pkg::*;
module decoder (
  input logic [31:0] instr,
  output control_signals_t ctrl
);
  opcode_t opcode;
  logic [6:0] funct7;
  logic [2:0] funct3;
  assign opcode = opcode_t'(instr[6:0]);
  assign funct7 = instr[31:25];
  assign funct3 = instr[14:12];
  always_comb begin
    ctrl.alu_op     = ALU_NOP;
    ctrl.src_a_sel  = SRC_A_RS1;
    ctrl.src_b_sel  = SRC_B_RS2;
    ctrl.imm_type   = IMM_I;
    ctrl.reg_write  = WRITE_DISABLE;
    case(opcode)
      OPCODE_OP: begin
        ctrl.src_a_sel = SRC_A_RS1;
        ctrl.src_b_sel = SRC_B_RS2;
        ctrl.reg_write = WRITE_ENABLE;  
        case({funct7, funct3})  
          10'b0000000_000: ctrl.alu_op = ALU_ADD;  
          10'b0100000_000: ctrl.alu_op = ALU_SUB;  
          10'b0000000_111: ctrl.alu_op = ALU_AND;  
          10'b0000000_110: ctrl.alu_op = ALU_OR;   
          10'b0000000_100: ctrl.alu_op = ALU_XOR;  
          default:         ctrl.alu_op = ALU_NOP;  
        endcase
      end
      OPCODE_OP_IMM: begin
        ctrl.src_a_sel = SRC_A_RS1;
        ctrl.src_b_sel = SRC_B_IMM;
        ctrl.imm_type  = IMM_I;         
        ctrl.reg_write = WRITE_ENABLE;  
        case(funct3)  
          3'b000:  ctrl.alu_op = ALU_ADD;  
          3'b111:  ctrl.alu_op = ALU_AND;  
          3'b110:  ctrl.alu_op = ALU_OR;   
          3'b100:  ctrl.alu_op = ALU_XOR;  
          default: ctrl.alu_op = ALU_NOP;  
        endcase
      end
      default: ctrl.alu_op = ALU_NOP;  
    endcase
  end
endmodule
import cpu_pkg::*;
module imm_gen (
  input  logic [31:0] instr,
  input  imm_type_t   imm_type,
  output logic [31:0] imm_data
);
  always_comb begin
    case(imm_type)
      IMM_I:   imm_data = {{21{instr[31]}}, instr[30:25], instr[24:21], instr[20]};
      IMM_S:   imm_data = {{21{instr[31]}}, instr[30:25], instr[11:8], instr[7]};
      IMM_B:   imm_data = {{20{instr[31]}}, instr[7], instr[30:25], instr[11:8], 1'b0};
      IMM_U:   imm_data = {instr[31], instr[30:20], instr[19:12], 12'b0};
      IMM_J:   imm_data = {{12{instr[31]}}, instr[19:12], instr[20], instr[30:25], instr[24:21], 1'b0};
      default: imm_data = 32'h0;
    endcase
  end
endmodule
module instr_mem (
  input  logic [31:0] addr,
  output logic [31:0] instr
);
  logic [31:0] mem [0:1023];
  initial $readmemh("../src/program.hex", mem);
  assign instr = mem[addr[11:2]];
endmodule
module pc_reg (
  input  logic        clk,
  input  logic        rst_n,
  output logic [31:0] pc
);
  always_ff @(posedge clk or negedge rst_n) begin
    if (!rst_n) pc <= 32'hFFFFFFFC;   
    else pc <= pc + 4;
  end
endmodule
module register_file (
  input  logic        clk,
  input  logic [4:0]  rs1_addr,
  input  logic [4:0]  rs2_addr,
  input  logic [4:0]  rd_addr,
  input  logic [31:0] rd_data,
  input  logic        reg_write,
  output logic [31:0] rs1_data,
  output logic [31:0] rs2_data
);
  logic [31:0] rf [0:31];
  initial begin
    for (int i = 0; i < 32; i++) rf[i] = 32'b0;
  end
  always_ff @(posedge clk) begin
    if (reg_write && (rd_addr != 5'b0)) rf[rd_addr] <= rd_data;
  end
  assign rs1_data = (rs1_addr == 5'b0) ? 32'b0 : rf[rs1_addr];
  assign rs2_data = (rs2_addr == 5'b0) ? 32'b0 : rf[rs2_addr];
endmodule
```
**flow/program.hex**
```
00a00093  // addi  x1,  x0,  10      // x1 = 10
01400113  // addi  x2,  x0,  20      // x2 = 20
ffb00193  // addi  x3,  x0,  -5      // x3 = -5 (負数)
00000213  // addi  x4,  x0,  0       // x4 = 0 (ゼロ)
7ff00293  // addi  x5,  x0,  2047    // x5 = 2047 (12bit最大正数)
80000313  // addi  x6,  x0,  -2048   // x6 = -2048 (12bit最小負数)
ff608393  // addi  x7,  x1,  -10     // x7 = 10 + (-10) = 0 (相殺)
00f0f413  // andi  x8,  x1,  15      // x8 = 10 & 15 = 10
00717493  // andi  x9,  x2,  7       // x9 = 20 & 7 = 4
0050e513  // ori   x10, x1,  5       // x10 = 10 | 5 = 15
fff1e593  // ori   x11, x3,  -1      // x11 = -5 | -1 = -1 (全ビット1)
0030c613  // xori  x12, x1,  3       // x12 = 10 ^ 3 = 9
fff14693  // xori  x13, x2,  -1      // x13 = 20 ^ -1 = -21 (ビット反転)
00208733  // add   x14, x1,  x2      // x14 = 10 + 20 = 30
004187b3  // add   x15, x3,  x4      // x15 = -5 + 0 = -5
40110833  // sub   x16, x2,  x1      // x16 = 20 - 10 = 10
402088b3  // sub   x17, x1,  x2      // x17 = 10 - 20 = -10
00120933  // add   x18, x4,  x1      // x18 = 0 + 10 = 10
404089b3  // sub   x19, x1,  x4      // x19 = 10 - 0 = 10
0040fa33  // and   x20, x1,  x4      // x20 = 10 & 0 = 0
0040eab3  // or    x21, x1,  x4      // x21 = 10 | 0 = 10
0040cb33  // xor   x22, x1,  x4      // x22 = 10 ^ 0 = 10
0020fbb3  // and   x23, x1,  x2      // x23 = 10 & 20 = 0
0020ec33  // or    x24, x1,  x2      // x24 = 10 | 20 = 30
0020ccb3  // xor   x25, x1,  x2      // x25 = 10 ^ 20 = 30
0062fd33  // and   x26, x5,  x6      // x26 = 2047 & -2048 = 0
0062edb3  // or    x27, x5,  x6      // x27 = 2047 | -2048 = -1
06408013  // addi  x0,  x1,  100     // x0は常に0（書き込み無効）
00100e33  // add   x28, x0,  x1      // x28 = 0 + 10 = 10 (x0は常に0)
```
**flow/run.sh**
```bash
#!/bin/bash
# OpenROAD 26Q1-2900-gdf79404cd8, Yosys 0.63+post, stock flow scripts
make -C /OpenROAD-flow-scripts/flow DESIGN_CONFIG=/design/flow/config.mk WORK_HOME=/design/flow/orfs finish
```
==> notes.md <==
The run finished with clean final reports. The number of antenna violations at the first check in global routing came out at 0. With the total tool warning count at 25, the count of nets left with antenna violations after detail routing is 0. The count of unique library cells instantiated by Yosys is 27, and the depth of the CTS H-tree is 2. The routed design shows a wire length per standard cell of 11.3 um. Worst min-delay path class: reg2reg. The total count of hold-check failures in the final report is 0.

The run gives 0 as the number of max-cap violations. 0 antenna diodes ended up in the layout. The placement stage leaves a total instance area of 0.00290 mm2. With the number of buffers added on ports at 31, the cell area after synthesis is 0.00317 mm2.

Entering global routing, the biggest net connects 46 pins. The run gives 1667 for the via count. In the hold report, the worst path ends at u_pc_reg.pc[2].

STA classifies the critical path startpoint as a primary input. The tools report the detailed router's first-iteration violation count as 65. The final weighted congestion in routability-driven placement was 0.770; the static leakage power was 1.54 nW.

The tools report the maximum buffer depth of the clock tree as 2. The number of buffers added for setup after CTS came out at 0. Leaving out buffers and inverters, the combinational logic in the layout accounts for 0.00155 mm2. The layout stage reports a final design area of 0.00305 mm2. The tools report the sequential cell area as 788 um2. The logs give 0.249 for the share of synthesized area occupied by flip-flops and latches and 0.00686 ns for the setup skew after layout.

With the count of cells along the worst register-to-register path at 4, the row count is 42. With the share of cells above drive strength 1 at 0.122, the yosys stat cell total is 359. After floorplanning, the die was sized to cover 0.0188 mm2.

Per the OpenROAD floorplan log, the area of the core is 0.0133 mm2. The most critical hold endpoint after final layout shows a slack of 0.482 ns. Final HPWL from detailed placement: 5490 um.

The leftover overflow at the end of global routing came out at 0. From synthesis to final layout, the design area changed by -3.87%. The floorplan core density is 0.237, and the width of the chip is 137 um. Leaving out fill and tap cells, the most frequent cell in the layout is sky130_fd_sc_hd__conb_1. Total cell area reported by yosys after synthesis: 0.00317 mm2. Static timing analysis puts the maximum clock frequency at 0.298 GHz.

The CTS report gives the tree buffer count as 5. Setup repair after global routing left no endpoint under its margin. The detail-routed via count per cell was 2.93.

The flow reported a cell area power density of 188 mW/mm2. The logs give 4.08 ns for the required arrival time at the worst endpoint and 0 for the max-slew violation count. The flip-flop count of the largest register after layout is 30, and the detailed-router iteration count before antenna repair is 4.

The first global-routing pass estimated 9530 um of wire. CTS saw 30 sinks. After routing, the total negative slack on setup checks comes to 0 ns. The number of ports placed on the die boundary came out at 235. The maximum vdd drop came out at 0.107 mV. STA classifies the critical path endpoint as an output port. The most common logic cells in the final layout are sky130_fd_sc_hd__conb_1, sky130_fd_sc_hd__clkdlybuf4s50_1, sky130_fd_sc_hd__dfstp_2, sky130_fd_sc_hd__nand2b_1, sky130_fd_sc_hd__nand2_1. For this run, design rule violations remaining after detail routing come to 0. The run gives 0.0606 for the global-route usage over all layers. The routed design has 6430 um of wire.

The final timing report counts setup violations totalling 0. The run gives 0.27 ns as the insertion delay to the later sink of the worst-skew pair. STA lists the endpoint of the worst register-to-register path as u_pc_reg.pc[29].

The run gives 2.33 ns for the signal arrival time at the worst endpoint. The hold-fix buffer count after cts is 0, and the internal reg-to-reg setup slack is 2.97 ns. TritonCTS built the clock tree.

The tools report the launch point of the worst hold path as u_pc_reg.pc[2]. The tools report the cell at the root of the clock tree as sky130_fd_sc_hd__clkbuf_16. After synthesis, the mean cell area works out to 8.82 um2. Counting the warning lines in the Yosys log gives 0. The critical path is of the in2out type. The clock period could shrink to 3.35 ns.

The run gives 45 for the worst-path maximum fanout. Counting every instance in the synthesized netlist gives 359. The logs give 0 for the number of gates resized after CTS and 1881 for the number of global-route vias before repair. The headroom to the max-slew limit is 0.509, and the number of synthesized register bits is 30. Counting the fill cells in the layout gives 1501.

From bottom edge to top edge, the die measures 137 um. With the share of the clock period used by the worst path at 0.657, the clock-pin slew of the registers on the worst-case setup and hold paths is 0.04 ns. Cell depth of the worst hold path: 1.

Looking at the reg2reg group, the worst path starts from u_pc_reg.pc[2]. The transition time recorded at the tightest slew-check pin is 0.735 ns.
power breakdown:
group / internal [mW] / switching [mW]
Combinational: 0.0213 / 0.0243
Clock: 0.193 / 0.0941
Sequential: 0.240 / 0
critical path, stage by stage:
cell	delay, ns
sky130_fd_sc_hd__buf_2	0.27
sky130_fd_sc_hd__buf_4	0.48
sky130_fd_sc_hd__nand2b_1	0.10
sky130_fd_sc_hd__clkdlybuf4s50_1	0.45
per-stage QoR:
stage,power (mW),std cells,worst slack (ns),util
global route,0.603,568,1.60,0.228
finish,0.572,568,1.75,0.228
floorplan,0.359,560,2.76,-
CTS,0.585,568,1.70,0.228
global placement,0.294,560,1.73,0.217
detailed placement,0.294,560,1.70,0.217
worst max-delay path by stage:
stage	depth (start not counted)	to	startpoint	slack [ns]
4_1_cts	4	pc_out[12]	rst_n	1.70
5_1_grt	4	pc_out[18]	rst_n	1.60
6_report	4	pc_out[18]	rst_n	1.75
synth_stat cells:
library cell	instances	area share
sky130_fd_sc_hd__nand2b_1	23	0.045
sky130_fd_sc_hd__nor4b_2	1	0.0047
sky130_fd_sc_hd__nor2_1	4	0.0047
sky130_fd_sc_hd__clkbuf_1	3	0.0036
sky130_fd_sc_hd__nor4b_4	1	0.0075
sky130_fd_sc_hd__nor4_2	2	0.0079
sky130_fd_sc_hd__or3_1	1	0.0020
sky130_fd_sc_hd__nand4_4	1	0.0067
sky130_fd_sc_hd__nor3_2	3	0.0095
sky130_fd_sc_hd__nor2b_1	1	0.0020
sky130_fd_sc_hd__nand4_1	4	0.0079
sky130_fd_sc_hd__nor4_4	1	0.0067
sky130_fd_sc_hd__nor3_1	8	0.013
sky130_fd_sc_hd__and4_1	3	0.0083
sky130_fd_sc_hd__nand3_1	6	0.0095
sky130_fd_sc_hd__dfstp_2	30	0.25
sky130_fd_sc_hd__buf_6	2	0.0071
sky130_fd_sc_hd__nand3b_1	1	0.0024
sky130_fd_sc_hd__and3_1	2	0.0039
sky130_fd_sc_hd__and2_1	1	0.0020
sky130_fd_sc_hd__buf_4	203	0.48
sky130_fd_sc_hd__conb_1	2	0.0024
sky130_fd_sc_hd__nand2_1	20	0.024
sky130_fd_sc_hd__xnor2_1	15	0.041
sky130_fd_sc_hd__ha_1	1	0.0039
sky130_fd_sc_hd__inv_1	7	0.0083
sky130_fd_sc_hd__xor2_1	13	0.036
cell families (layout without fill, tap and decap cells):
group	Yosys count	after routing	share of synthesized area
DFF	30	30	0.249
xor gates and xnor gates	28	28	0.0774
other	2	203	0.00237
buffers and inverters	215	47	0.500
and+or+nand+nor	83	83	0.167
adders and majority gates	1	1	0.00395
layer usage:
layer,vias to the layer above,GRT usage,share of wire
met5,-,0,0
met4,0,0.00703,0.012
met3,6,0.0231,0.10
met2,124,0.109,0.50
met1,762,0.0688,0.39
li1,775,-,-
cell type report:
type	instances	area share
tap	176	0.0723
clock buffer	7	0.0468
inverter	7	0.00863
sequential	30	0.259
multi-input combinational	315	0.509
timing repair buffer	32	0.103
clock inverter	1	0.00164
Power is estimated from default activity; no workload was simulated.
